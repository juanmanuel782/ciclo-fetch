File: flow/config.mk
export PLATFORM = sky130hd
export DESIGN_NAME = PC
export DESIGN_NICKNAME = PC
export VERILOG_FILES = /design/flow/design.v
export SDC_FILE = /design/flow/constraint.sdc
export NUM_CORES = 4
export LEC_CHECK = 1
export CORE_AREA = 10 10 90 90
export DIE_AREA = 0 0 100 100
File: flow/constraint.sdc
current_design PC

set clk_period 1.0
set clk_io_pct 0.2

create_clock -name clk0 -period $clk_period [get_ports {clk}]

set non_clock_inputs [all_inputs -no_clocks]
set_input_delay [expr $clk_period * $clk_io_pct] -clock clk0 $non_clock_inputs
set_output_delay [expr $clk_period * $clk_io_pct] -clock clk0 [all_outputs]
File: flow/design.v
`timescale 1ns / 1ps
module PC (
    input wire clk,           
    input wire reset,         
    input wire [31:0] next_pc,  
    output reg [31:0] current_pc  
);
    always @(posedge clk) begin
        if (reset) begin
            current_pc <= 32'h00000000;
        end else begin
            current_pc <= next_pc;
        end
    end
endmodule
File: flow/run.sh
#!/bin/bash
# OpenROAD 26Q1-2900-gdf79404cd8, Yosys 0.63+post, stock flow scripts
make -C /OpenROAD-flow-scripts/flow DESIGN_CONFIG=/design/flow/config.mk WORK_HOME=/design/flow/orfs finish
==> run summary <==
Status - complete, no violations
Cell row count - 29
IO buf count - 65
Dpl cells - 207
# setup viols final - 0
Hold bufs inserted after CTS - 0
Crit Path Category - reg2out
Cells along the critical path - clkdlybuf4s15_1
# DRC - 0
# IOs - 66
Post-Syn Instances - 67
Total CTS buffers - 5
Vias per cell - 3.19
CTS tree - yes
Die X - 100 um
Worst Setup Start Kind - flop
Count of tool warnings - 25
Routed via count - 683
Yosys chip area - 863 um^2
Layout Utilization - 26.0%
Cycle use final - 95.9%
Floorplan core density - 13.8%
RSZ-0062 raised after global routing - no
RD Place Congestion - 0.679
Yosys cell types - 3
Lkg Pwr - 0.664 nW
GRT Resource Usage Total - 5.02%
Tmin final - 959 ps
Initial antenna violation count - 0
Worst-Margin Slew - 139 ps
Fmax - 1.04 GHz
First-pass GRT wire length - 3940 um
Synth Area per Inst - 12.9 um^2
Yosys cell count - 67
Mux share - 0%
PD cells - 1550 nW/um^2
Simple Share, Synth - 23.2%
CP bufs+invs - 1
Clock sinks - 32
Clock-pin slew on the worst setup and hold paths - 60 ps
Crit path DAT - 760 ps
Core Footprint - 6280 um^2
Critical Path RT - 800 ps
Fin cells - 214
Dpl ws - -102 ps
Chip area - 10,000 um^2
AO/OA Area Share - 0%
Min-Delay Path Class - in2reg
Max reg flops - 32
Comb area leader - simple AND/OR/NAND/NOR gates
Clock buffer depth - 2
Drt first-iter violations - 0
Critical Path Sink Type - output port
Die Ht - 100 um
Max stage delay cell, worst path - dfxtp_1
Post-Synth Adder-Cell Area - 0%
Area Overhead vs Synth - 89.1%
Slew HR - 90.7%
Final Max Slew Viols - 0
Pwr Total - 2.54 mW
Gr ovfl total - 0
Drt wl/cell - 11.7 um
CTS HTree Levels - 2
Seq/Total Area, Yosys - 74.2%
Largest net degree at the start of global routing - 33
Yosys warns - 1
Antenna viol nets, final - 0
Maximum vdd drop - 0.490 mV
Biggest register - current_pc
Max Cap Viol - 0
Synth flops - 32
First-pass DRT Iterations - 1
Post-CTS Setup Inserts - 0
Top flop regs - current_pc x32
Hold Vio Cnt, Final - 0
Mapped cell area - 863 um^2
CP peak stage delay - 310 ps
N_diodes - 0
Vias in the first global route - 722
Clk root buf - clkbuf_8
XOR/XNOR Fraction of Synth Area - 0%
Layout cells sized above 1 - 21.9%
Crit-path leading delay family - flip-flops
WL final - 2510 um
Final WS setup - 40.6 ps
Crit-path max FO - 1
layer usage:
layer / vias up / wire (um) / global-route usage (%)
li1: 336 / - / -
met1: 304 / 896 / 5.19
met2: 38 / 1220 / 8.06
met3: 5 / 366 / 3.89
met4: 0 / 29 / 0.761
met5: - / 0 / 0
power by group:
part | leakage [nW] | switching, mW | internal (mW)
Combinational | 0.353 | 0.0570 | 0.212
Clock | 0.0410 | 0.434 | 0.472
Sequential | 0.269 | 0.0153 | 1.35
kinds of logic after synthesis:
group / after synthesis
DFF: 32
and+or+nand+nor: 32
buffers and inverters: 3
stage by stage:
step,instance area (um^2),setup TNS [ps],hold slack (ps)
after detailed placement,1610,-2820,760
after global routing,1630,0,461
after global placement,1610,-2700,759
after floorplan,863,0,272
final,1630,0,467
after CTS,1680,0,458
final timing paths:
| check | startpoint | to | slack (ps) | depth (start not counted) |
|---|---|---|---|---|
| worst max-delay path | current_pc[16] | current_pc[16] | 40 | 1 |
| worst min-delay path | next_pc[17] | current_pc[17] | 470 | 2 |
timing repair:
action,4_1_cts,5_1_grt
resized,69,21
pin swaps,0,0
endpoints found under the setup margin,32,17
synthesized netlist by cell type:
library cell | instances | share of area, %
buf_4 | 3 | 2.6
dfxtp_1 | 32 | 74
nor2b_1 | 32 | 23
layout make-up:
cell class / count / area, um^2
multi-input cells: 32 / 200
flip-flops and latches: 32 / 653
repair buffers: 66 / 606
fillers: 662 / 4640
clock buffers: 6 / 72.6
clock inverters: 1 / 5.00
well taps: 77 / 96.3
placed cells by master, fill, tap and decap left out, drive strengths merged:
master	netlist	final
nor2b	32	32
clkdlybuf4s50	0	33
buf	3	4
clkinv	0	1
clkdlybuf4s15	0	19
clkbuf	0	16
dfxtp	32	32
Power and IR drop assume default switching activity.

==> flow/design.v <==
`timescale 1ns / 1ps
module Adder4 (
    input wire [31:0] pc_in,     
    output wire [31:0] pc_out   
);
    assign pc_out = pc_in + 32'd4;
endmodule
==> flow/run.sh <==
#!/bin/bash
# OpenROAD 26Q1-2900-gdf79404cd8, Yosys 0.63+post, stock flow scripts
make -C /OpenROAD-flow-scripts/flow DESIGN_CONFIG=/design/flow/config.mk WORK_HOME=/design/flow/orfs finish
==> flow/config.mk <==
export PLATFORM = sky130hd
export DESIGN_NAME = Adder4
export DESIGN_NICKNAME = Adder4
export VERILOG_FILES = /design/flow/design.v
export SDC_FILE = /design/flow/constraint.sdc
export NUM_CORES = 4
export LEC_CHECK = 1
export CORE_AREA = 10 10 70 70
export DIE_AREA = 0 0 80 80
==> flow/constraint.sdc <==
current_design Adder4

set clk_period 5.5
set clk_io_pct 0.2

create_clock -name clk0 -period $clk_period

set non_clock_inputs [all_inputs -no_clocks]
set_input_delay [expr $clk_period * $clk_io_pct] -clock clk0 $non_clock_inputs
set_output_delay [expr $clk_period * $clk_io_pct] -clock clk0 [all_outputs]
==> run notes <==
The run finished with clean final reports. The run gives 0 ns for the sum of negative setup slack. In the hold timing report, the worst path depth is 0. The number of clock-tree buffers in the layout is 0, and the peak supply drop is 0.0000291 V. The report lists the cells along the critical path as clkdlybuf4s50_1 > ha_1 > nand3_1 > nor4_4 > nand4_1 > xnor2_1 > clkdlybuf4s50_1. Hold-check failures listed in the final report amount to 0. The type of element capturing the critical path was a primary output. The timing report gives the biggest stage delay along the critical path as 0.53 ns. The number of gates resized after CTS was 0. The report puts the hold buffer count at CTS at 0. The run gives 0.0711 as the overall fraction of global-route tracks in use. The run gives 0.00640 sq mm for the overall chip area. For the final antenna diode count, the log shows 0. The run gives 581 sq um for the yosys stat chip area. Using the TritonRoute via totals, the vias-per-cell ratio works out to 4.14.

In the log, the iteration count for the first detailed-route pass is 5. Setup repair after global routing left no endpoint under its margin. The run gives 80 microns for the vertical die dimension. The max-slew violation count is 0.

The layout report lists the combined flip-flop and latch area as 0 sq um. Based on the critical path, the design can be clocked at up to 226 MHz. The number of antenna violations at the first check in global routing came out at 0. The global-route wire length before repair was 3840 microns; the total placed instance area was 0.00122 sq mm. Entering global routing, the biggest net connects 9 pins. The wire-length estimate of the detail-placed layout is 2030 microns. The tools report the arrival time at the worst endpoint as 3.32 ns.

The area overhead of the layout relative to synthesis came out at 111%. For the remaining routing DRC violations, the log shows 0. Yosys attributes the largest share of cell area to xnor2_1 32%, xor2_1 11%, nand4_1 9.7%, nand3_1 8.6%, nor4_4 7.3%. The most numerous cell type found on the critical path is clkdlybuf4s50_1. Fraction of post-synthesis cell area in the top cell type by area: 0.317.

By count the netlist is led by 21 x xnor2_1, 10 x nand2_1, 10 x nand3_1. Die span in x: 80 microns. The tools report the share of the core filled by cells before placement as 0.170. The data required time reported for the critical path is 4.40 ns. The path with the worst hold slack has its endpoint at pc_out[0].

The standby leakage power came out at 0.423 nW. The tools report the yosys cell count as 83. For the wire length after detailed routing, the log shows 2270 microns. The count of buffers inserted at the top-level ports is 60, and the buffer count from post-CTS setup fixing is 0. Nets still carrying antenna violations after routing amount to 0. For this design the ratio of total power to cell area is 56.9 mW/mm^2. Per the log, the first TritonRoute iteration ended with a DRC count of 36.

The via count of the first global-routing pass was 822. The worst hold path belongs to the class in2out. For this sky-water flow run, the detailed-routed wirelength per cell is reported as 12.1 microns. OpenROAD emitted warnings numbering 32. The finished cells cover 0.00122 sq mm.

There are 0 flip-flops and latches. Counting distinct cell types in the post-synthesis netlist gives 18. The sequential-to-total area share from yosys stat was 0; the I/O pin total was 64.

Counting every instance in the synthesized netlist gives 83. The period utilization is 0.804. The launch point of the worst min-delay path is recorded as pc_in[0]. The final report lists the setup-violating endpoint count as 0. The routed layout has 775 vias.

In this run the maximum-capacitance check reported violations numbering 0. The run gives 21 as the number of rows in the core area. The kind of start point of the critical path is an input pin. The number of warnings reported in the yosys synthesis log is 0, and the shortest clock period the worst path allows after layout is 4.42 ns. The worst relative slew slack was 0.665.

Each instance of the synthesized netlist takes up on average 6.99 sq um. For this run the aggregate overflow at the end of global routing stands at 0. The worst setup path is of the in2out kind. The leading cell type by number of instances after synthesis is xnor2_1.

STA lists the maximum fanout along the critical path as 8. The biggest area contributor in the post-synthesis netlist is xnor2_1. The slowest stage of the critical path belongs to the cell clkdlybuf4s50_1.

The post-synthesis cell area is 581 sq um, and the transition time of the tightest slew-check pin is 0.498 ns. With the area of the core at 0.00342 sq mm, the final weighted congestion in routability-driven placement is 0.734. The run gives 0.0496 for the share of final-layout standard cells stronger than drive strength 1.
power by group:
part           internal [W]  switching, W
combinational     0.0000483     0.0000213
clock                     0             0
sequential                0             0
total             0.0000483     0.0000213
logic make-up after synthesis:
family | share of synthesized area
xor gates and xnor gates | 0.422
and+or+nand+nor | 0.517
buffers and inverters | 0.0388
adders and majority gates | 0.0215
how the worst max path moves through the flow:
stage | startpoint | to | slack (ns) | cells after the start
CTS | pc_in[2] | pc_out[28] | 1.03 | 7
global route | pc_in[2] | pc_out[28] | 0.85 | 7
finish | pc_in[2] | pc_out[28] | 1.08 | 7
worst max-delay path: cells and delay by family:
kind          cells  cell delay (ns)
xor+xnor          1             0.16
simple gates      3             0.84
fa+ha+maj         1             0.20
buf+inv           2             1.01
layout make-up:
type                            count  area, sq um
Fill cell                         348         2190
Inverter                            2         7.51
Multi-Input combinational cell     79          558
Tap cell                           46         57.6
Timing Repair Buffer               60          601
layer usage:
| layer | vias to the layer above | share of wire | global-route usage |
|---|---|---|---|
| met1 | 333 | 0.38 | 0.0857 |
| met5 | - | 0 | 0 |
| met2 | 30 | 0.48 | 0.120 |
| met4 | 0 | 0 | 0 |
| li1 | 412 | - | - |
| met3 | 0 | 0.14 | 0.0330 |
metrics by stage:
stage / utilization / total power, W / setup slack [ns] / instances / hold WS, ns
after floorplan: - / 0.0000135 / 2.33 / 83 / 2.21
after global placement: 0.358 / 0.0000702 / 1.09 / 187 / 2.20
after detailed placement: 0.358 / 0.0000705 / 1.03 / 187 / 2.20
after CTS: 0.358 / 0.0000711 / 1.03 / 187 / 2.20
after global routing: 0.358 / 0.0000764 / 0.855 / 187 / 2.20
final: 0.358 / 0.0000696 / 1.08 / 187 / 2.20
cell usage in the layout, fill, tap and decap left out:
master           instances
nand4_2                  1
or2_2                    2
nand2_1                 10
and4_1                   1
and2_1                   1
nand4_1                  9
xor2_1                   7
and3_1                   2
ha_1                     1
nand3_1                 10
nor3_1                   3
nand3_2                  1
xnor2_1                 21
and4_2                   1
inv_1                    2
clkdlybuf4s50_1         60
nor4_4                   2
nor2_1                   7
Power figures rest on the tool's default switching activity, not on a simulated workload.
